===== design.v =====
`timescale 1ns/1ps
module pattern_matcher (
    input logic clk,
    input logic rst,
    input logic [7:0] region,
    input logic [7:0] auth_level,
    input logic [7:0] expiry,
    input logic [7:0] signature_id,
    output logic match
);
    logic [7:0] valid_region     = 8'h0A;
    logic [7:0] valid_auth_level = 8'h01;
    logic [7:0] valid_expiry     = 8'h10;
    logic [7:0] valid_signature  = 8'hF3;
    always_ff @(posedge clk or posedge rst) begin
        if (rst) begin
            match <= 0;
        end else begin
            if ((region == valid_region) &&
                (auth_level == valid_auth_level) &&
                (expiry == valid_expiry) &&
                (signature_id == valid_signature)) begin
                match <= 1;
            end else begin
                match <= 0;
            end
        end
    end
endmodule
`timescale 1ns/1ps
module verifier_top (
    input logic clk,
    input logic rst,
    input logic [31:0] signature_in,
    output logic match
);
    logic [7:0] region;
    logic [7:0] auth_level;
    logic [7:0] expiry;
    logic [7:0] signature_id;
    always_ff @(posedge clk or posedge rst) begin
        if (rst) begin
            region       <= 8'd0;
            auth_level   <= 8'd0;
            expiry       <= 8'd0;
            signature_id <= 8'd0;
        end else begin
            region       <= signature_in[31:24];
            auth_level   <= signature_in[23:16];
            expiry       <= signature_in[15:8];
            signature_id <= signature_in[7:0];
        end
    end
    pattern_matcher matcher_inst (
        .clk(clk),
        .rst(rst),
        .region(region),
        .auth_level(auth_level),
        .expiry(expiry),
        .signature_id(signature_id),
        .match(match)
    );
endmodule

===== run.sh =====
#!/bin/bash
# OpenROAD 26Q1-2900-gdf79404cd8, Yosys 0.63+post, stock flow scripts
make -C /OpenROAD-flow-scripts/flow DESIGN_CONFIG=/design/flow/config.mk WORK_HOME=/design/flow/orfs finish

===== config.mk =====
export PLATFORM = sky130hd
export DESIGN_NAME = verifier_top
export DESIGN_NICKNAME = verifier_top
export VERILOG_FILES = /design/flow/design.v
export SDC_FILE = /design/flow/constraint.sdc
export NUM_CORES = 4
export LEC_CHECK = 1
export CORE_AREA = 10 10 98 98
export DIE_AREA = 0 0 108 108

===== constraint.sdc =====
current_design verifier_top

set clk_period 1.3
set clk_io_pct 0.2

create_clock -name clk0 -period $clk_period [get_ports {clk}]

set non_clock_inputs [all_inputs -no_clocks]
set_input_delay [expr $clk_period * $clk_io_pct] -clock clk0 $non_clock_inputs
set_output_delay [expr $clk_period * $clk_io_pct] -clock clk0 [all_outputs]

==> impl_metrics.toml <==
# synthesis and place-and-route metrics
[clocking]
hold_buffers = 0
clock-root-buffer = "clkbuf_8"
clkTransAtPathRegs_ns = 0.06
clkLatencyLatePin_ns = 0.27
cts_tree = "yes"
cts_inserted_buffers = 5
post_cts_buffers = 0
cts_sinks = 33
cts-resized-gates = 1
clock_path_buffers = 2
htreeDepth = 2

[yosys]
ys_sh_simple_pct = 10.28
xor_share_pct = 0
synth.distinct_cells = 10
postSynthSeqShare_pct = 89.31
synthCells = 45
ys_ff = 33
ys_warn_count = 2
ys_sh_adder_pct = 0
yosysCellCount = 45
synthesis.area_sq_um = 924.6
top_logic_kind = "simple AND/OR/NAND/NOR gates"
compound_area_share_pct = 0
mux_area_share_pct = 0
ys_area_sq_um = 924.6
syn_avg_cell_area_sq_um = 20.55

[placement]
place_ws_ns = 0.1145
dpl.hpwl_um = 1595
placed_cells = 182
gp_congestion = 0.7285
portBuffers = 34

[worst_setup_path]
r2r_end = "matcher_inst.match$_DFF_PP0_"
crit_arrival_ns = 1.35
critPathMaxFanout = 1
critPathLaunchType = "flop"
endpoint_kind = "flop"
rr_startpoint = "auth_level[2]$_DFF_PP0_"
critPathKind = "reg2reg"
worst_ep_required_time_ns = 1.48
r2r_slack_ns = 0.13
ff2ff_path_depth = 3

[floorplan]
die-area_sq_um = 11660
num_rows = 32
fp_util_pct = 12.09
ioPinCount = 35
die_y_um = 108
die_w_um = 108
coreArea_sq_um = 7647

[cells_and_area]
nFillCells = 806
drive_above_1_share_pct = 12.64
most-common-layout-cells = "33 x dfrtp_1, 33 x clkdlybuf4s50_1, 6 x clkbuf_8"
area_delta_synth_final_pct = 62.65
final_cells = 189

[pwr]
leakage_nw = 0.5946
peakVddDrop_uv = 553.8
power.density_nw_per_um2 = 1300
p_total_mw = 1.955

[timing]
finalCritPeriodShare_pct = 89.97
rsz0062_at_grt = "false"
tightest_slew_ns = 0.3537
drv_slew = 0
fmax_ghz = 0.8550
max_slew_margin_pct = 76.20
fin_ws_ns = 0.1304
hold_violations = 0
setup_viol = 0
finClkSkew_ns = 0.002122
post-route-min-period_ns = 1.170
tns_ns = 0

[grt]
grt_max_degree = 34
grt_overflow = 0
grt_pass1_wl_um = 2994
grt_pass1_vias = 644
antenna_found_initial = 0
grt_util_all_layers_pct = 3.356

[flow_run]
warnings = 25
maxCapViolations = 0

[drt]
first_pass_iters = 2
wl_met1_um = 908
wl_um = 1911
drc = 0
wl_met2_um = 653
antenna_left = 0
dr.max_layer_used = "met4"
via_count = 518
via_per_inst = 2.741
wl_met3_um = 324
wl_per_cell_um = 10.11
drt-initial-drc-count = 4
diodes = 0

[run_status]
outcome = "finished, final reports clean"

[hold_path]
min_path_type = "in2async"
[sequential cells by signal, summed over array words and instances (netlist names)]
name / count
signature_id: 8
region: 8
auth_level: 8
expiry: 8
matcher_inst.match: 1
[synth_stat cells]
cell type,number,area [sq um]
nor4_1,3,18.77
and4bb_2,1,12.51
nor4b_1,1,8.760
nand2_1,1,3.750
nand4b_1,2,17.52
nor4b_2,1,15.01
nor4_2,1,12.51
dfrtp_1,33,825.8
nand4_1,1,6.260
inv_1,1,3.750
[through the flow]
stage          cell area (sq um)  utilization (%)  hold WS, ns
2_1_floorplan              924.6                -       0.2914
3_3_place_gp                1413            18.47       0.5090
3_5_place_dp                1413            18.47       0.5098
4_1_cts                     1498            19.58       0.3198
5_1_grt                     1504            19.67       0.3461
6_report                    1504            19.67       0.3171
[per-layer routing]
layer,GRT usage [%],up-vias
met2,4.095,39
met4,0.4771,0
met1,4.409,238
li1,-,237
met5,0,-
met3,2.952,4
[area by class of cell]
type	count	area (sq um)	share of cell area, %
Inverter	1	3.754	0.2496
Sequential cell	33	825.8	54.91
Clock buffer	7	86.33	5.740
Timing Repair Buffer	35	359.1	23.88
Tap cell	102	127.6	8.486
Multi-Input combinational cell	11	101.3	6.739
[worst max path at each step]
stage | startpoint | endpoint | slack [ns] | depth (start not counted)
finish | auth_level[2]$_DFF_PP0_ | matcher_inst.match$_DFF_PP0_ | 0.13 | 3
global route | auth_level[2]$_DFF_PP0_ | matcher_inst.match$_DFF_PP0_ | 0.06 | 3
CTS | auth_level[5]$_DFF_PP0_ | matcher_inst.match$_DFF_PP0_ | 0.10 | 3
[kinds of logic (layout without fill, tap and decap cells)]
logic type             Yosys count  after routing
AND/OR/NAND/NOR                 11             11
buffers and inverters            1             43
flip-flops                      33             33
[power breakdown]
part | internal [mW] | total (mW) | leakage, nW | switching (mW)
clock | 0.419 | 0.728 | 0.0443 | 0.309
combinational | 0.0984 | 0.135 | 0.163 | 0.0365
sequential | 1.08 | 1.09 | 0.387 | 0.0145
total | 1.59 | 1.96 | 0.595 | 0.360
[worst max-delay path: stages, from the launching register on]
cell     delay (ns)
dfrtp_1        0.36
nor4_1         0.37
nand4_1        0.20
nor4_2         0.16
Power and IR drop assume default switching activity.
